$ cat design/flow/run.sh
#!/bin/bash
# OpenROAD 26Q1-2900-gdf79404cd8, Yosys 0.63+post, stock flow scripts
make -C /OpenROAD-flow-scripts/flow DESIGN_CONFIG=/design/flow/config.mk WORK_HOME=/design/flow/orfs finish
$ cat design/flow/config.mk
export PLATFORM = sky130hd
export DESIGN_NAME = RYBCGM
export DESIGN_NICKNAME = RYBCGM
export VERILOG_FILES = /design/flow/design.v
export SDC_FILE = /design/flow/constraint.sdc
export NUM_CORES = 4
export LEC_CHECK = 1
export CORE_UTILIZATION = 40
$ cat design/flow/constraint.sdc
current_design RYBCGM

set clk_period 3.6
set clk_io_pct 0.2

create_clock -name clk0 -period $clk_period [get_ports {clk}]

set non_clock_inputs [all_inputs -no_clocks]
set_input_delay [expr $clk_period * $clk_io_pct] -clock clk0 $non_clock_inputs
set_output_delay [expr $clk_period * $clk_io_pct] -clock clk0 [all_outputs]
$ cat design/flow/design.v
module RYBCGM #(
    parameter CLK_CYCLE = 12000000      
)(
    input logic clk,
    output logic RGB_R,
    output logic RGB_G,
    output logic RGB_B, 
    output logic LED
);
    localparam RED = 3'b000;
    localparam YELLOW = 3'b001;
    localparam GREEN = 3'b010;
    localparam CYAN = 3'b011;
    localparam BLUE = 3'b100;
    localparam MAGENTA = 3'b101;
    logic [2:0] current_state = RED;
    logic [2:0] next_state;
    logic next_red, next_green, next_blue;
    logic [$clog2(CLK_CYCLE) - 1:0] count = 0;
    always_comb begin
        next_red = 1'b0;
        next_green = 1'b0;
        next_blue = 1'b0;
        case (current_state)
            RED: begin
                next_red = 1'b1;   
            end
            YELLOW: begin
                next_red = 1'b1;   
                next_green = 1'b1;   
            end
            GREEN: begin
                next_green = 1'b1;   
            end
            CYAN: begin
                next_green = 1'b1;   
                next_blue = 1'b1;   
            end
            BLUE: begin
                next_blue = 1'b1;   
            end
            MAGENTA: begin
                next_red = 1'b1;   
                next_blue = 1'b1;   
            end
            default: begin
                next_red = 1'b0;
                next_green = 1'b0;
                next_blue = 1'b0;
            end
        endcase
    end
    always_ff @(posedge clk) begin
        current_state <= next_state;
        RGB_R <= next_red;
        RGB_G <= next_green;
        RGB_B <= next_blue;
        count <= (count + 1) % CLK_CYCLE;
        if (count == CLK_CYCLE / 6) begin
            next_state = YELLOW;
        end
        else if (count == 2 * CLK_CYCLE / 6) begin
            next_state = GREEN;
        end
        else if (count == 3 * CLK_CYCLE / 6) begin
            next_state = CYAN;
        end
        else if (count == 4 * CLK_CYCLE / 6) begin
            next_state = BLUE;
        end
        else if (count == 5 * CLK_CYCLE / 6) begin
            next_state = MAGENTA;
        end
        else if (count == CLK_CYCLE - 1) begin
            next_state = RED;   
        end
    end
endmodule
==> metrics.cfg <==
[final_timing]
skew_ps=4.03
setup_viol=0
slew_headroom_pct=52.7
hold_viol_final=0
finalClockPeriodUsage_pct=87.3
rsz0062_at_grt=no
fmax_mhz=318
worst_pin_slew_ps=709
fin_tns_setup_ps=0
finalCriticalPeriod_ps=3140
fin_ws_ps=456
drv_slew=0

[clocking]
cts_sinks=33
clk_pin_slew_ps=70
cts_buffers=5
clock_latency_ps=280
cts-hold-fix-buffers=0
postCtsSetupBuffers=0
root_buffer=clkbuf_8
htreeDepth=2
tritoncts=done
cts_buffer_depth=2

[logic_synthesis]
ys_async_sr_fraction_pct=0
largest_area_cell=dfxtp_1
yosys_area_um2=2200
synth-seq-cells=33
synthFlopType=dfxtp_1
top_cell_area_share_pct=30.1
syn_area_um2=2200
edf_count=0
ys_cells=274
synthesis.instances=274
ys_seq_share_pct=30.1
yosys_warnings=2
yosysUniqueCellTypes=60
synthTopCellsByArea=dfxtp_1, xnor2_1, nor2_1
synth_area_per_cell_um2=8.02

[grt]
grt_antenna_before_repair=0
grt_pass1_vias=1797
grt_pass1_wl_mm=8.72
grt-ovfl-total=0
grt_use_total_pct=18.9
grt_max_degree=16

[route]
viasPerCell=5.76
avgRoutedWirePerCell_um=14.8
firstDrtPassIters=4
post-route-drc-count=0
drt-total-wl_mm=5.06
drtAntennaViolNets=0
initialDrtViolationCount=184
antenna_cells=0
num_vias=1965

[power_and_ir_drop]
switching_power_w=0.000137
power.density_nw_per_um2=327
comb_power_share_pct=0
power_frac_seq_pct=47.0
clkPwrFrac_pct=53.0
power.leakage_nw=0.815
intPower_w=0.000640
sw_frac_of_total_pct=17.6
peakVddDrop_v=0.000217

[floorplanning]
die_w_um=76.1
ioPinCount=5
die_h_um=76.1
core_area_um2=5200
fp_util_pct=42.2
dieArea_um2=5790
std_cell_rows=26

[place]
gp_congestion=0.928
pre_cts_ws_ps=352
dp.cells=333
port_buffers=3
dp_hpwl_mm=3.71

[worst_setup_path]
cp-start-kind=flip-flop
cp.arrival_ps=3320
criticalPathCategory=reg2reg
worstPathRequired_ps=3770
path_max_fanout=15
worstSetupEndpointType=flip-flop

[finish]
fin_util_pct=45.6
drive_above_1_share_pct=9.96
mostFrequentLayoutCell=dfxtp_1
final_cell_mix=dfxtp_1, nor2_1, nand2_1, nand3_1, xnor2_1
fillCellCount=506
finalNonFillerCells=341
register_area_um2=661
area_delta_synth_final_pct=8.03
comb_area_um2=1420

[flow_run]
tool_warnings=26
max_cap_viol_count=0

[worst_hold_path]
hp-class=reg2reg

[run_status]
status=complete, no violations

cells in the mapped netlist, types with 3 or more instances:
cell      number
dfxtp_1       33
nor2_1        29
nand2_1       25
nand3_1       20
xnor2_1       17
and3_1        11
inv_1         11
nand4_1       11
nor3_1         9
o21ai_0        8
xor2_1         8
buf_2          7
and4_1         6
a21oi_1        5
and2_1         4
nor2b_1        4
nor4_1         4
a21o_1         3
a31oi_1        3
buf_4          3
clkbuf_1       3
path summary, 6_finish.rpt:
check	from	endpoint	slack [ps]	cells past startpoint
worst max-delay path	count[8]	count[15]	460	8
worst min-delay path	next_state[0]	current_state[0]	350	0
worst min register to register	next_state[0]	current_state[0]	350	0
worst max register to register	count[8]	count[15]	460	8
worst max-delay path: stages, from the launching register on:
cell and delay [ps]:
dfxtp_1 610, and3_1 300, nand4_2 220, or4_1 550, o211a_2 180, o221ai_2 340
or2_1 360, nand3_1 150, mux2_4 320
power by group through the flow:
stage                 Combinational (W)  Clock, W  Sequential (W)
after CTS                  0.0000000337  0.000425        0.000365
after global routing       0.0000000798  0.000443        0.000365
final                      0.0000000158  0.000412        0.000365
kinds of logic after synthesis:
group	count (synthesis)	synth area share, %
DFF	33	30.1
other	1	0.171
muxes	3	1.59
xor gates and xnor gates	26	10.7
AOI/OAI and AO/OA	43	15.1
and+or+nand+nor	141	35.6
adders and majority gates	2	1.14
buffers and inverters	25	5.52
flip-flops by register name, summed over array words and instances, names as in the netlist:
register       cells
count             24
current_state      3
next_state         3
RGB_B              1
RGB_G              1
RGB_R              1
per-layer routing:
| layer | routed length [um] | global-route usage, % | vias to the layer above |
|---|---|---|---|
| met5 | 0 | 0 | - |
| met1 | 2450 | 29.3 | 918 |
| met2 | 2230 | 28.3 | 54 |
| li1 | - | - | 987 |
| met4 | 59 | 3.46 | 0 |
| met3 | 308 | 3.77 | 6 |
area by class of cell:
cell class | count | area share, %
timing repair buffer | 3 | 1.27
sequential | 33 | 27.8
clock buffer | 5 | 2.90
multi-input combinational | 216 | 59.8
clock inverter | 3 | 2.74
tap | 70 | 3.69
inverter | 11 | 1.74
per-stage QoR:
stage / cell area (um2) / hold WS [ps] / power, W
floorplan: 2200 / 330 / 0.000374
global placement: 2230 / 339 / 0.000373
detailed placement: 2230 / 341 / 0.000373
CTS: 2370 / 356 / 0.000790
global route: 2370 / 366 / 0.000808
finish: 2370 / 353 / 0.000776
what timing repair did:
item / in CTS / in global routing
gates resized: 0 / 1
endpoints found under the setup margin: 0 / 1
hold endpoints to repair: 0 / 0
Power is estimated from default activity; no workload was simulated.

==> flow/design.v <==
`timescale 1ns/1ps
module pwm_duty_engine #(
    parameter int PWM_INTERVAL = 1200,
    parameter int STEP_VAL     = 1200/167
)(
    input  logic       clk,             
    input  logic       rst_n,           
    input  logic       ms_tick,         
    input  logic [2:0] current_state,   
    output logic       variable_duty_pwm   
);
    localparam int DUTY_W = $clog2(PWM_INTERVAL);  
    logic [DUTY_W-1:0] pwm_counter;  
    logic [DUTY_W-1:0] duty_value;  
    logic [11:0] base_duty;
    logic        ramp_enable;
    pwm_state_lookup LUT_I (
        .state(current_state),
        .base_duty(base_duty),
        .ramp_enable(ramp_enable)
    );
    always_ff @(posedge clk or negedge rst_n)
        if (!rst_n) 
            pwm_counter <= '0;
        else 
            pwm_counter <= (pwm_counter < PWM_INTERVAL - 1) ? pwm_counter + 1 : '0;
    always_ff @(posedge clk or negedge rst_n) begin
        if (!rst_n) begin
            duty_value <= 0;
        end else if (ms_tick) begin
            if (ramp_enable) begin
                if (duty_value < base_duty)
                    duty_value <= duty_value + STEP_VAL;    
                else if (duty_value > base_duty)
                    duty_value <= duty_value - STEP_VAL;    
            end else begin
                duty_value <= base_duty;
            end
        end
    end
    assign variable_duty_pwm = (pwm_counter < duty_value);
endmodule
`timescale 1ns/1ps
module pwm_state_lookup #(
    parameter STATE_COUNT = 6
)(
    input  logic [2:0]  state,
    output logic [11:0] base_duty,
    output logic        ramp_enable
);
    always_comb begin
        case (state)
            3'd0: begin base_duty = 0;     ramp_enable = 0; end
            3'd1: begin base_duty = 0;     ramp_enable = 0; end
            3'd2: begin base_duty = 12'd1200;  ramp_enable = 1; end
            3'd3: begin base_duty = 12'd1200;  ramp_enable = 0; end
            3'd4: begin base_duty = 12'd1200;  ramp_enable = 0; end
            3'd5: begin base_duty = 0;     ramp_enable = 1; end
            default: begin base_duty = 0;  ramp_enable = 0; end
        endcase
    end
endmodule
`timescale 1ns/1ps
module state_timebase #(
    parameter int INC_DEC_INTERVAL = 12000,
    parameter int INC_DEC_MAX      = 167,
    parameter int STATE_COUNT      = 6
)(
    input  logic       clk,            
    input  logic       rst_n,          
    input  logic [2:0] initial_state,  
    output logic       ms_tick,        
    output logic [2:0] current_state   
);
    logic [$clog2(INC_DEC_INTERVAL)-1:0] tick_counter;  
    logic [$clog2(INC_DEC_MAX)-1:0]      inc_dec_counter;  
    assign ms_tick = (tick_counter == INC_DEC_INTERVAL - 1);  
    always_ff @(posedge clk or negedge rst_n) begin
        if (!rst_n) begin
            tick_counter    <= '0;
            inc_dec_counter <= '0;
            current_state   <= initial_state % STATE_COUNT;
        end else begin
            tick_counter <= (tick_counter < INC_DEC_INTERVAL - 1)
                            ? tick_counter + 1
                            : '0;
            if (ms_tick) begin
                inc_dec_counter <= (inc_dec_counter < INC_DEC_MAX - 1)
                                   ? inc_dec_counter + 1
                                   : '0;
                if (inc_dec_counter == INC_DEC_MAX - 1)
                    current_state <= (current_state == STATE_COUNT - 1)
                                     ? 3'd0
                                     : current_state + 1;
            end
        end
    end
endmodule
`timescale 1ns/1ps
module top #(
    parameter int INC_DEC_INTERVAL = 10_000,     
    parameter int INC_DEC_MAX      = 200,        
    parameter int STATE_COUNT      = 6,          
    parameter int PWM_INTERVAL     = 1200,       
    parameter int STEP_VAL         = (PWM_INTERVAL / INC_DEC_MAX) > 0
                                   ? (PWM_INTERVAL / INC_DEC_MAX) : 1
) (
    input  logic clk,     
    input  logic SW,      
    output logic RGB_R,   
    output logic RGB_G,   
    output logic RGB_B,   
    output logic LED      
);
    wire rst_n = SW;
    logic ms_tick;
    logic [2:0] master_state;
    state_timebase #(
        .INC_DEC_INTERVAL(INC_DEC_INTERVAL),
        .INC_DEC_MAX     (INC_DEC_MAX),
        .STATE_COUNT     (STATE_COUNT)
    ) master_timebase (
        .clk          (clk),
        .rst_n        (rst_n),
        .initial_state(3'd0),
        .ms_tick      (ms_tick),
        .current_state(master_state)
    );
    logic [2:0] state_r, state_g, state_b;
    assign state_r = (master_state + 3'd4) % STATE_COUNT;  
    assign state_g = (master_state + 3'd2) % STATE_COUNT;  
    assign state_b = (master_state + 3'd0);                
    logic pwm_red, pwm_green, pwm_blue;
    pwm_duty_engine #(
        .PWM_INTERVAL (PWM_INTERVAL),
        .STEP_VAL     (STEP_VAL)
    ) red_engine (
        .clk               (clk),
        .rst_n             (rst_n),
        .ms_tick           (ms_tick),
        .current_state     (state_r),
        .variable_duty_pwm (pwm_red)
    );
    pwm_duty_engine #(
        .PWM_INTERVAL (PWM_INTERVAL),
        .STEP_VAL     (STEP_VAL)
    ) green_engine (
        .clk               (clk),
        .rst_n             (rst_n),
        .ms_tick           (ms_tick),
        .current_state     (state_g),
        .variable_duty_pwm (pwm_green)
    );
    pwm_duty_engine #(
        .PWM_INTERVAL (PWM_INTERVAL),
        .STEP_VAL     (STEP_VAL)
    ) blue_engine (
        .clk               (clk),
        .rst_n             (rst_n),
        .ms_tick           (ms_tick),
        .current_state     (state_b),
        .variable_duty_pwm (pwm_blue)
    );
    assign RGB_R = ~pwm_red;
    assign RGB_G = ~pwm_green;
    assign RGB_B = ~pwm_blue;
endmodule
==> flow/run.sh <==
#!/bin/bash
# OpenROAD 26Q1-2900-gdf79404cd8, Yosys 0.63+post, stock flow scripts
make -C /OpenROAD-flow-scripts/flow DESIGN_CONFIG=/design/flow/config.mk WORK_HOME=/design/flow/orfs finish
==> flow/config.mk <==
export PLATFORM = sky130hd
export DESIGN_NAME = top
export DESIGN_NICKNAME = top
export VERILOG_FILES = /design/flow/design.v
export SDC_FILE = /design/flow/constraint.sdc
export NUM_CORES = 4
export LEC_CHECK = 1
export CORE_UTILIZATION = 40
==> flow/constraint.sdc <==
current_design top

set clk_period 5.3
set clk_io_pct 0.2

create_clock -name clk0 -period $clk_period [get_ports {clk}]

set non_clock_inputs [all_inputs -no_clocks]
set_input_delay [expr $clk_period * $clk_io_pct] -clock clk0 $non_clock_inputs
set_output_delay [expr $clk_period * $clk_io_pct] -clock clk0 [all_outputs]
==> results_slide.txt <==
Implementation Results

Final timing
  • Final-report setup violation count: 0
  • Maximum clock rate: 0.217 GHz
  • Final min period: 4.60 ns
  • Fin Hold WS: 0.456 ns
  • Unrepaired setup endpoints after global routing: false
  • Period Utilization, post-route: 86.8%
  • Smallest setup slack after layout: 0.698 ns
  • Hold Vio Cnt, Final: 0
  • Setup TNS Final: 0 ns
  • Final Max Slew Viols: 0
  • Slew @ Worst Pin: 0.745 ns
  • Worst relative slew slack: 49.1%
  • Setup Skew: 0.00750 ns

Worst setup path
  • Cell family with most CP delay: simple AND/OR/NAND/NOR gates
  • Crit Reg-Reg Endpoint: blue_engine.duty_value[10]
  • Crit. End Element: flip-flop
  • Worst reg-to-reg path cell count: 18
  • Data arrival at the endpoint of the critical path: 4.86 ns
  • CP max-delay cell: sky130_fd_sc_hd__dfrtp_1
  • Delay contributed by the slowest stage of the critical path: 0.51 ns
  • Launch instance of the worst register-to-register path: master_timebase.current_state[0]
  • Total buffers and inverters traversed by the critical path: 3
  • Start point of the critical path: master_timebase.current_state[0]
  • CP cell instances: and2_1 -> ha_1 -> or2_2 -> inv_1 -> ha_1 -> inv_1 -> o21ai_1 -> a2111o_1 -> a21oi_4 -> inv_1 -> ha_1 -> and2_0 -> o2111a_1 -> or4_4 -> a21oi_2 -> xnor2_1 -> mux2_4 -> o211ai_2
  • Data required time of the worst path: 5.56 ns
  • Crit path kind: reg2reg
  • Setup slack of the worst register-to-register path: 0.70 ns
  • Critical path startpoint category: flip-flop
  • Largest fanout on the critical path: 11

Yosys
  • Cell count in the Yosys report: 693
  • Logic family by area: simple AND/OR/NAND/NOR gates
  • Multiplexer fraction of the synthesized cell area: 1.39%
  • Avg Synthesized Cell Area: 9.12 µm²
  • Post-synth tally of flip-flops with integrated enable: 0
  • Simple logic cell fraction of the synthesized area: 19.9%
  • Number of warnings reported in the yosys synthesis log: 5
  • Post-synthesis instance total: 693
  • Complex-gate fraction of the synthesized area: 17.1%
  • Count of unique library cells instantiated by Yosys: 65
  • Xor/xnor share of the synthesized area: 7.48%
  • Chip Area, Yosys: 6320 µm²
  • Sequential cell area fraction in the yosys report: 34.8%
  • Summed instance area of the synthesized netlist: 6320 µm²
  • Flop and latch count out of synthesis: 88
  • Top_reg_cell synth: sky130_fd_sc_hd__dfrtp_1
  • Yosys adder share: 15.8%
  • Proportion of register bits with asynchronous set or reset after synthesis: 100%

Floorplan
  • Starting density of the core: 41.3%
  • Horizontal die dimension: 128 µm
  • Std-Cell Core Area: 15,300 µm²
  • Total I/O pin count: 6
  • Floorplan die area: 16,300 µm²
  • Count of standard-cell rows: 45
  • Chip height: 128 µm

Worst hold path
  • Terminating pin of the worst hold path: master_timebase.tick_counter[0]
  • Min-delay src: master_timebase.tick_counter[0]
  • Path type of the worst min-delay path: reg2reg
  • Cells on Worst Hold Path: 1

Finish
  • Synth-to-Final Area Change: 9.72%
  • Most common cell after layout, fill and taps aside: sky130_fd_sc_hd__dfrtp_1
  • Final std cells w/o fill: 915
  • Most frequent cells in the layout: sky130_fd_sc_hd__dfrtp_1, sky130_fd_sc_hd__ha_1, sky130_fd_sc_hd__nor2_1, sky130_fd_sc_hd__nand2_1, sky130_fd_sc_hd__o21ai_0
  • Ratio of cells with drive above 1 in the final layout: 5.11%

Clock network
  • Number of buffers inserted during clock tree synthesis: 9
  • Number of buffers inserted by hold repair at cts: 0
  • Clock latency on the worst-skew pair: 0.34 ns
  • Clock transition at the registers of the reported paths: 0.06 ns
  • H-tree depth reported by CTS: 3
  • Count of clock tree sinks: 88
  • Number of gates given a new drive strength after cts: 0
  • Largest buffer count on any clock path: 2
  • Clock Tree Root: sky130_fd_sc_hd__clkbuf_16
  • Clock tree from TritonCTS: yes
  • Setup Fix Bufs, Post-CTS: 0

Power and ir drop
  • Total power consumption of the routed design: 0.00141 W
  • Peak supply drop: 0.151 mV
  • Pwr dens: 203 nW/µm²
  • Leakage Power: 3.20 nW

Flow run
  • Total number of warnings across the stage logs: 27
  • Max-capacitance violation count: 0

Drt
  • Total length of routed wires: 12.2 mm
  • First drt pass iteration count: 4
  • DRC errors left: 0
  • Final antenna diode count: 0
  • Average routed wire per standard cell: 13.4 µm
  • Vias per cell: 5.32
  • DR vias: 4,870
  • Drt initial violations: 216
  • Antenna Violating Nets Remaining: 0

Outcome
  • Status: finished, final reports clean

Global routing
  • Antenna violations before repair: 0
  • Wire length of the first global-routing pass: 22.3 mm
  • Pin count of the biggest net entering global routing: 47
  • Number of global-route vias before repair: 4,750
  • Overall fraction of global-route tracks in use: 16.9%
  • Overflow left after global routing: 0

Placed design
  • Cell count after placement: 899
  • Buffers on Ports: 4
  • Final HPWL DP: 9.00 mm
  • Post-place setup slack: 0.762 ns
  • Routability congestion estimate from global placement: 0.859
-- synth_stat cells (all sizes together) (10+ instances only) --
library cell / count / area [µm²]
o21a: 13 / 97.6
o21ai: 46 / 230
nor2b: 19 / 119
xor2: 24 / 210
nand2b: 14 / 87.6
nand3: 25 / 125
dfrtp: 88 / 2200
inv: 43 / 161
a211oi: 16 / 125
nand4: 12 / 81.3
ha: 75 / 938
and3: 15 / 93.8
o31ai: 11 / 87.6
a21o: 16 / 120
xnor2: 30 / 263
clkbuf: 10 / 37.5
nand2: 55 / 206
nor2: 64 / 240
a21oi: 28 / 155
-- metrics by stage --
| stage | utilization (%) | cell area, µm² |
|---|---|---|
| global route | 45.3 | 6940 |
| detailed placement | 43.1 | 6600 |
| finish | 45.3 | 6940 |
| CTS | 45.3 | 6940 |
| floorplan | - | 6320 |
| global placement | 43.1 | 6600 |
-- power by group --
group	switching (W)	leakage, nW	internal (W)
clock network	0.000262	0.156	0.000461
logic	0.0000130	1.86	0.000000947
registers	0	1.19	0.000672
-- per-layer routing --
layer	routed length [µm]	GRT usage [%]	part of all wire (%)	up-vias
met1	6410	26.9	52	2327
met3	269	1.87	2.2	14
met4	200	2.21	1.6	0
met5	0	0	0	-
li1	-	-	-	2488
met2	5360	26.2	44	41
-- cell type report --
| cell class | instances | area (µm²) |
|---|---|---|
| Multi-Input combinational cell | 549 | 3900 |
| Inverter | 43 | 161 |
| Clock inverter | 5 | 105 |
| Sequential cell | 88 | 2200 |
| Timing Repair Buffer | 8 | 67.6 |
| Fill cell | 1412 | 8380 |
| Clock buffer | 11 | 233 |
| Tap cell | 211 | 264 |
-- registers in the layout, summed over array words and instances (netlist names) --
signal	flops
master_timebase.tick_counter	14
blue_engine.pwm_counter	11
green_engine.pwm_counter	11
red_engine.pwm_counter	11
blue_engine.duty_value	10
green_engine.duty_value	10
red_engine.duty_value	10
master_timebase.inc_dec_counter	8
master_timebase.current_state	3
-- worst max path at each step --
| stage | cells after the start | slack (ns) | end |
|---|---|---|---|
| after global routing | 18 | 0.45 | blue_engine.duty_value[10] |
| final | 18 | 0.70 | blue_engine.duty_value[10] |
| after CTS | 18 | 0.70 | blue_engine.duty_value[10] |
-- kinds of logic (layout without fill, tap and decap cells) --
group | count (synthesis) | after routing
flip-flops | 88 | 88
AND/OR/NAND/NOR | 248 | 248
multiplexers | 8 | 8
adder cells (fa/ha/maj) | 78 | 78
buffers and inverters | 56 | 67
XOR/XNOR | 54 | 54
AND-OR/OR-AND | 160 | 160
other | 1 | 1
Power is estimated from default activity; no workload was simulated.
